===== design/flow/config.mk =====
export PLATFORM = sky130hd
export DESIGN_NAME = cpu
export DESIGN_NICKNAME = cpu
export VERILOG_FILES = /design/flow/design.v
export SDC_FILE = /design/flow/constraint.sdc
export NUM_CORES = 4
export LEC_CHECK = 1
export CORE_AREA = 10 10 96 96
export DIE_AREA = 0 0 106 106

===== design/flow/constraint.sdc =====
current_design cpu

set clk_period 2.8
set clk_io_pct 0.2

create_clock -name clk0 -period $clk_period [get_ports {clk}]
create_clock -name clk1 -period $clk_period [get_ports {inputReady}]

set non_clock_inputs [all_inputs -no_clocks]
set_input_delay [expr $clk_period * $clk_io_pct] -clock clk0 $non_clock_inputs
set_output_delay [expr $clk_period * $clk_io_pct] -clock clk0 [all_outputs]

===== design/flow/design.v =====
module cpu (
    output readM,                        
    output [16-1:0] address,     
    inout [16-1:0] data,         
    input inputReady,                    
    input reset_n,                       
    input clk,                           
    output [16-1:0] num_inst,    
    output [16-1:0] output_port  
);
wire [3:0] opcode;  
wire [5:0] func;   
wire cu_RegWrite;  
wire cu_ALUSrc;  
wire cu_LHISel;  
wire cu_PCSrc;   
wire cu_DestSel;  
wire cu_WWD;  
datapath DP (
    .readM (readM),
    .address (address),
    .data (data),
    .clk (clk),
    .reset_n (reset_n),
    .inputReady (inputReady),
    .RegWrite_i (cu_RegWrite),
    .ALUSrc_i (cu_ALUSrc),
    .LHISel_i (cu_LHISel),
    .PCSrc_i (cu_PCSrc),
    .DestSel_i (cu_DestSel),
    .WWD_i (cu_WWD),
    .opcode_o (opcode),
    .func_o (func),
    .num_inst_o (num_inst),
    .output_port_o (output_port)
    );
control_unit CU (
    .opcode (opcode),  
    .func (func),  
    .RegWrite_o (cu_RegWrite),  
    .ALUSrc_o (cu_ALUSrc),  
    .LHISel_o (cu_LHISel),  
    .PCSrc_o (cu_PCSrc),  
    .DestSel_o (cu_DestSel),  
    .WWD_o (cu_WWD)  
    );
endmodule
module control_unit (
    input [3:0] opcode,  
    input [5:0] func,  
    output reg RegWrite_o,  
    output reg ALUSrc_o,  
    output reg LHISel_o,  
    output reg PCSrc_o,  
    output reg DestSel_o,  
    output reg WWD_o  
);
always @ * begin  
    RegWrite_o = 0;  
    ALUSrc_o = 0;  
    LHISel_o = 0;  
    PCSrc_o = 0;  
    DestSel_o = 0;  
    WWD_o = 0;  
    case (opcode)  
        4'hF: begin   
            case (func) 
                6'd0 : begin  
                    RegWrite_o = 1;  
                    DestSel_o  = 0;  
                    end
                6'd28 : WWD_o = 1;  
                endcase
            end
        4'h4: begin  
            RegWrite_o = 1;  
            ALUSrc_o   = 1;  
            DestSel_o  = 1;  
            end
        4'h6: begin   
            RegWrite_o = 1;  
            LHISel_o   = 1;  
            DestSel_o  = 1;  
            end
        4'h9: PCSrc_o = 1;  
        endcase
    end
endmodule
module datapath (
    output readM,  
    output [15:0] address,  
    inout [15:0] data,   
    input clk,  
    input reset_n,  
    input inputReady,  
    input RegWrite_i,  
    input ALUSrc_i,  
    input LHISel_i,  
    input PCSrc_i,  
    input DestSel_i,  
    input WWD_i,  
    output [3:0] opcode_o,  
    output [5:0] func_o,  
    output [15:0] num_inst_o,  
    output [15:0] output_port_o  
);
reg [15:0] PC, IR;  
reg IR_valid;  
reg [15:0] fetch_buffer;  
reg fetch_toggle;  
reg load_toggle;  
reg [15:0] num_inst_r;  
reg [15:0] output_port_r;  
assign num_inst_o = num_inst_r;  
assign output_port_o = output_port_r;  
assign readM = 1'b1;  
assign address = PC;  
assign data = 16'bz;  
always @ (posedge inputReady or negedge reset_n) begin
    if (!reset_n) begin  
        fetch_toggle <= 1'b0;  
        fetch_buffer <= 16'd0;  
        end
    else begin  
        fetch_toggle <= ~fetch_toggle;  
        fetch_buffer <= data;  
    end
end
wire [3:0] opcode = IR[15:12];  
wire [1:0] rs = IR[11:10];  
wire [1:0] rt = IR[9:8];  
wire [1:0] rd = IR[7:6];  
wire [7:0] imm8 = IR[7:0];  
wire [11:0] tgt12 = IR[11:0];  
wire [5:0] func = IR[5:0];  
assign opcode_o = opcode;  
assign func_o = func;  
wire [1:0]  waddr = DestSel_i ? rt : rd;  
wire [15:0] signExtImm = {{8{imm8[7]}}, imm8};  
wire [15:0] rf_rdata1, rf_rdata2;  
reg [15:0] rf_wdata;  
always @ * begin
    rf_wdata = LHISel_i ? {imm8, 8'h00} : alu_out; 
end
wire rf_we = RegWrite_i & IR_valid;
RF REGFILE (
.addr1 (rs),  
.addr2 (rt),  
.addr3 (waddr),  
.data3 (rf_wdata),  
.write (rf_we),  
.clk (clk),  
.reset (~reset_n),  
.data1 (rf_rdata1),  
.data2 (rf_rdata2)  
);
wire [15:0] alu_B  = ALUSrc_i ? signExtImm : rf_rdata2;
wire [15:0] alu_out;  
ALU ALU_U (
.A (rf_rdata1),  
.B (alu_B),  
.Cin (1'b0),  
.OP (4'b0000),  
.Cout(),  
.C (alu_out)  
);
wire [15:0] PC_next = PCSrc_i ? {4'b0000, tgt12} : PC + 16'd1;
always @ (posedge clk or negedge reset_n) begin
    if (!reset_n) begin  
        PC <= 16'd0; 
        IR_valid <= 1'b0;
        load_toggle <= 1'b0;
        num_inst_r <= 16'd0;
        output_port_r <= 16'd0;
        end
        else begin  
        if (fetch_toggle != load_toggle) begin
            IR <= fetch_buffer;  
            IR_valid <= 1'b1;  
            load_toggle<= fetch_toggle;  
        end
        else if (IR_valid) begin  
            if (WWD_i)
                output_port_r <= rf_rdata1;  
            if (RegWrite_i | WWD_i | PCSrc_i | ALUSrc_i | LHISel_i)
                num_inst_r <= num_inst_r + 16'd1;
            PC <= PC_next;  
            IR_valid <= 1'b0;  
        end
    end
end
endmodule
module RF (
    input [1:0]  addr1, addr2, addr3,  
    input [15:0] data3,  
    input write,  
    input clk, 
    input reset,  
    output reg [15:0] data1, data2  
);
    reg [15:0] regFile [3:0];  
    always @ (posedge clk) begin
        if (reset) begin   
            regFile[0] <= 16'd0;
            regFile[1] <= 16'd0;
            regFile[2] <= 16'd0;
            regFile[3] <= 16'd0;
        end
        else if (write)  
            regFile[addr3] <= data3;  
    end
    always @ * begin
        data1 = regFile[addr1];  
        data2 = regFile[addr2];   
    end   
endmodule
module ALU (
    input [15:0] A, B,  
    input Cin,   
    input [3:0] OP,  
    output reg Cout,  
    output reg [15:0] C  
);
    always @ * begin
        {Cout, C} = 17'd0;  
        case (OP)
            4'b0000: {Cout, C} = A + B + Cin;  
            4'b0001: {Cout, C} = {1'b0, A} - ({1'b0, B}+Cin);  
            4'b0010: C = A;  
            4'b0011: C = ~(A & B);  
            4'b0100: C = ~(A | B);  
            4'b0101: C = ~(A ^ B);  
            4'b0110: C = ~A;  
            4'b0111: C = A & B;  
            4'b1000: C = A | B;  
            4'b1001: C = A ^ B;  
            4'b1010: C = A >> 1;  
            4'b1011: C = $signed(A) >>> 1;  
            4'b1100: C = {A[0], A[15:1]};  
            4'b1101: C = A << 1;  
            4'b1110: C = A << 1;  
            4'b1111: C = {A[14:0], A[15]};  
        endcase
    end
endmodule

===== design/flow/run.sh =====
#!/bin/bash
# OpenROAD 26Q1-2900-gdf79404cd8, Yosys 0.63+post, stock flow scripts
make -C /OpenROAD-flow-scripts/flow DESIGN_CONFIG=/design/flow/config.mk WORK_HOME=/design/flow/orfs finish

==> flow_summary.html <==
<!-- implementation run metrics -->
<table>
<tr><th>Metric</th><th>Value</th></tr>
<tr><th colspan="2">Drt</th></tr>
<tr><td>Via count of the routed design</td><td>659</td></tr>
<tr><td>Number of design-rule violations left by the first detailed-router iteration</td><td>25</td></tr>
<tr><td>Antenna Diode Count</td><td>0</td></tr>
<tr><td>Antenna violation net count after detailed routing</td><td>0</td></tr>
<tr><td>Drt via density</td><td>2.828</td></tr>
<tr><td>First-pass iteration count of the detailed router</td><td>4</td></tr>
<tr><td>Drt drc</td><td>0</td></tr>
<tr><td>Per-cell routed wire length</td><td>9.837 um</td></tr>
<tr><td>Total Routed Length</td><td>2292 um</td></tr>
<tr><th colspan="2">Yosys</th></tr>
<tr><td>Synthesized area per cell</td><td>10.23 um2</td></tr>
<tr><td>Cell taking the most area after synthesis</td><td>sky130_fd_sc_hd__dfrtp_1</td></tr>
<tr><td>Ys flops</td><td>19</td></tr>
<tr><td>Area share of the largest cell type after synthesis</td><td>0.4008</td></tr>
<tr><td>Post-synth area hogs</td><td>sky130_fd_sc_hd__dfrtp_1 40%, sky130_fd_sc_hd__buf_4 31%, sky130_fd_sc_hd__xnor2_1 10%, sky130_fd_sc_hd__nand3_1 3.4%, sky130_fd_sc_hd__nor2_4 2.8%</td></tr>
<tr><td>YS chip area</td><td>1186 um2</td></tr>
<tr><td>Synth warnings</td><td>5</td></tr>
<tr><td>Sequential cell area fraction in the yosys report</td><td>0.4008</td></tr>
<tr><td>Cell variety after synth</td><td>19</td></tr>
<tr><td>Cells in synth_stat.txt</td><td>116</td></tr>
<tr><td>Instance tally after logic synthesis</td><td>116</td></tr>
<tr><td>Synthesized area</td><td>1186 um2</td></tr>
<tr><th colspan="2">Placement</th></tr>
<tr><td>Placed cell areas</td><td>1284 um2</td></tr>
<tr><td>Port bufs</td><td>17</td></tr>
<tr><td>HPWL after detailed placement</td><td>1968 um</td></tr>
<tr><td>Cell count after placement</td><td>229</td></tr>
<tr><td>Routability congestion estimate</td><td>0.7156</td></tr>
<tr><td>Pre-CTS setup slack</td><td>1195 ps</td></tr>
<tr><th colspan="2">Finish</th></tr>
<tr><td>Post-layout instance count excluding filler cells</td><td>233</td></tr>
<tr><td>Relative area change from synthesis to final layout</td><td>12.87%</td></tr>
<tr><td>Post-route cell area</td><td>1339 um2</td></tr>
<tr><td>Share of post-route cells with drive strength above 1</td><td>0.08209</td></tr>
<tr><td>Post-Route Utilization</td><td>0.1856</td></tr>
<tr><th colspan="2">Worst setup path</th></tr>
<tr><td>Data arrival time at the worst-slack endpoint</td><td>1240 ps</td></tr>
<tr><td>Slowest cell on the critical path</td><td>sky130_fd_sc_hd__clkdlybuf4s50_1</td></tr>
<tr><td>Cell class contributing the biggest share of worst-path delay</td><td>buffers and inverters</td></tr>
<tr><td>Largest stage delay on the critical path</td><td>530 ps</td></tr>
<tr><td>Sort of element at the end of the critical path</td><td>primary output</td></tr>
<tr><td>Crit path buffers/inverters</td><td>1</td></tr>
<tr><td>Ordered list of cells on the worst path</td><td>clkdlybuf4s50_1</td></tr>
<tr><td>Required time reported for the critical path endpoint</td><td>2240 ps</td></tr>
<tr><td>Critical path startpoint category</td><td>register</td></tr>
<tr><td>Critical Path Fanout Max</td><td>6</td></tr>
<tr><td>Type of the setup path with the least slack</td><td>register to primary output</td></tr>
<tr><th colspan="2">Clock network</th></tr>
<tr><td>Post_cts resized</td><td>0</td></tr>
<tr><td>Number of post-CTS setup repair buffers</td><td>0</td></tr>
<tr><td>CTS tree</td><td>built</td></tr>
<tr><td>Number of levels the H-tree was split into</td><td>1</td></tr>
<tr><td>Number of CTS-inserted buffers</td><td>3</td></tr>
<tr><td>CTS hold repair buffers</td><td>0</td></tr>
<tr><td>Maximum buffer depth of the clock tree</td><td>2</td></tr>
<tr><td>CTS Root Buffer Type</td><td>sky130_fd_sc_hd__clkbuf_8</td></tr>
<tr><td>Clock edge transition at the registers on the reported setup and hold paths</td><td>60 ps</td></tr>
<tr><th colspan="2">STA</th></tr>
<tr><td>Setup repair after global routing missed its margin</td><td>false</td></tr>
<tr><td>Post-route setup slack</td><td>998.4 ps</td></tr>
<tr><td>Final number of max-transition violations</td><td>0</td></tr>
<tr><td>Final worst clock skew</td><td>1.025 ps</td></tr>
<tr><td>Normalized max-slew margin</td><td>0.4654</td></tr>
<tr><td>Least-Margin Pin Slew</td><td>799.3 ps</td></tr>
<tr><td>Hold Fails Final Rpt</td><td>0</td></tr>
<tr><td>Setup TNS</td><td>0 ps</td></tr>
<tr><td>Setup-failing EPs final</td><td>0</td></tr>
<tr><td>Minimum hold slack</td><td>192.9 ps</td></tr>
<tr><th colspan="2">Floorplanning</th></tr>
<tr><td>Area of the die</td><td>11240 um2</td></tr>
<tr><td>Number of top-level pins</td><td>68</td></tr>
<tr><td>X dimension of the die</td><td>106 um</td></tr>
<tr><td>Y dimension of the die</td><td>106 um</td></tr>
<tr><td>Site Rows</td><td>31</td></tr>
<tr><td>Initial Utilization</td><td>0.1644</td></tr>
<tr><td>Standard cell core area</td><td>7214 um2</td></tr>
<tr><th colspan="2">Power and ir drop</th></tr>
<tr><td>Net Switching</td><td>84.69 uW</td></tr>
<tr><td>Sequential fraction of design power</td><td>0.566</td></tr>
<tr><td>Power density normalized to cell area</td><td>362.5 nW/um2</td></tr>
<tr><td>Total power</td><td>485.3 uW</td></tr>
<tr><td>Clock network fraction of design power</td><td>0.413</td></tr>
<tr><td>Part of the total power dissipated in combinational logic</td><td>0.021</td></tr>
<tr><td>Design internal power</td><td>400.6 uW</td></tr>
<tr><td>Worst vdd rail ir drop</td><td>0.0001560 V</td></tr>
<tr><td>Static Leakage</td><td>0.6001 nW</td></tr>
<tr><td>Sw Share</td><td>0.1745</td></tr>
<tr><th colspan="2">Flow run</th></tr>
<tr><td>Tool warnings</td><td>27</td></tr>
<tr><td>Number of max-capacitance violations reported</td><td>0</td></tr>
<tr><th colspan="2">Global routing</th></tr>
<tr><td>Overall global routing resource usage</td><td>0.03762</td></tr>
<tr><td>Initial antenna violation count</td><td>1</td></tr>
<tr><td>Largest net degree at the start of global routing</td><td>20</td></tr>
<tr><td>Via count of the first global-routing pass</td><td>718</td></tr>
<tr><td>First-pass GRT wire length</td><td>3560 um</td></tr>
<tr><td>Overall overflow remaining after global route</td><td>0</td></tr>
<tr><th colspan="2">Run status</th></tr>
<tr><td>Outcome</td><td>finished, final reports clean</td></tr>
<tr><th colspan="2">Hold path</th></tr>
<tr><td>Worst Hold Class</td><td>register to register</td></tr>
</table>
-- placed cells by master, fill, tap and decap left out --
master	instances
sky130_fd_sc_hd__xnor2_2	1
sky130_fd_sc_hd__inv_2	1
sky130_fd_sc_hd__nand4_1	4
sky130_fd_sc_hd__xor2_1	1
sky130_fd_sc_hd__nand4_2	1
sky130_fd_sc_hd__ha_1	1
sky130_fd_sc_hd__nor2_1	1
sky130_fd_sc_hd__clkbuf_8	4
sky130_fd_sc_hd__clkdlybuf4s50_1	17
sky130_fd_sc_hd__nand3_1	8
sky130_fd_sc_hd__inv_1	2
sky130_fd_sc_hd__conb_1	49
sky130_fd_sc_hd__mux2_2	1
sky130_fd_sc_hd__xnor2_1	14
sky130_fd_sc_hd__and3_1	2
sky130_fd_sc_hd__dfrtp_1	19
sky130_fd_sc_hd__nor2_4	3
sky130_fd_sc_hd__nand2_1	4
sky130_fd_sc_hd__nor3_1	1
-- sequential cells by signal (all words and copies together) (netlist names) --
signal	cells
DP.PC	16
DP.IR_valid	1
DP.fetch_toggle	1
DP.load_toggle	1
-- routing by layer --
metal,up-vias,track usage,part of all wire
met2,42,0.05565,0.44
li1,307,-,-
met4,2,0.006770,0.020
met1,304,0.04927,0.43
met3,4,0.01835,0.11
met5,-,0,0.0057
-- cell type report --
| type | count | area [um2] |
|---|---|---|
| Fill cell | 825 | 5876 |
| Multi-Input combinational cell | 91 | 503.0 |
| Sequential cell | 19 | 475.5 |
| Timing Repair Buffer | 17 | 170.2 |
| Tap cell | 99 | 123.9 |
| Clock buffer | 4 | 55.05 |
| Inverter | 3 | 11.26 |
-- synth_stat cells, drive strengths merged --
cell / n
nand3: 8
and3: 2
nor3: 1
inv: 3
xor2: 1
ha: 1
xnor2: 15
mux2: 1
nand2: 4
nor2: 4
nand4: 5
buf: 50
dfrtp: 19
conb: 2
-- power by group through the flow --
stage | clock network (mW) | logic [mW] | registers (mW)
global route | 0.219 | 0.0146 | 0.275
finish | 0.200 | 0.0102 | 0.275
CTS | 0.208 | 0.0127 | 0.275
-- logic make-up after synthesis --
| group | Yosys count | synth area share |
|---|---|---|
| and+or+nand+nor | 24 | 0.1245 |
| adders and majority gates | 1 | 0.01055 |
| DFF | 19 | 0.4008 |
| xor gates and xnor gates | 16 | 0.1245 |
| buffers and inverters | 53 | 0.3238 |
| other | 2 | 0.006331 |
| muxes | 1 | 0.009493 |
-- worst paths after layout --
kind                                    to             from  slack [ps]  cells after the start
max                             address[3]         DP.PC[3]        1000                      1
min                         DP.load_toggle  DP.fetch_toggle         190                      0
max reg2reg                       DP.PC[6]   DP.load_toggle        1510                      5
min reg2reg                 DP.load_toggle  DP.fetch_toggle         190                      0
max in group asynchronous  DP.fetch_toggle          reset_n        1260                      1
max in group clk1          DP.fetch_toggle  DP.fetch_toggle        2250                      1
min in group clk1          DP.fetch_toggle  DP.fetch_toggle         490                      1
min in group asynchronous         DP.PC[0]          reset_n         780                      1
-- worst reg2reg max path, stage by stage (launching register included) --
cell and delay (ps):
sky130_fd_sc_hd__dfrtp_1 390, sky130_fd_sc_hd__xnor2_2 220, sky130_fd_sc_hd__inv_2 100, sky130_fd_sc_hd__nor2_4 190, sky130_fd_sc_hd__nand4_1 130, sky130_fd_sc_hd__xnor2_1 140
Power and IR drop assume default switching activity.
